## /design/flow/run.sh

```bash
#!/bin/bash
# OpenROAD 26Q1-2900-gdf79404cd8, Yosys 0.63+post, stock flow scripts
make -C /OpenROAD-flow-scripts/flow DESIGN_CONFIG=/design/flow/config.mk WORK_HOME=/design/flow/orfs finish
```

## /design/flow/config.mk

```make
export PLATFORM = sky130hd
export DESIGN_NAME = cnn_accel
export DESIGN_NICKNAME = cnn_accel
export VERILOG_FILES = /design/flow/design.v
export SDC_FILE = /design/flow/constraint.sdc
export NUM_CORES = 4
export LEC_CHECK = 1
export CORE_AREA = 10 10 70 70
export DIE_AREA = 0 0 80 80
```

## /design/flow/constraint.sdc

```tcl
current_design cnn_accel

set clk_period 1.0
set clk_io_pct 0.2

create_clock -name clk0 -period $clk_period [get_ports {clk}]

set non_clock_inputs [all_inputs -no_clocks]
set_input_delay [expr $clk_period * $clk_io_pct] -clock clk0 $non_clock_inputs
set_output_delay [expr $clk_period * $clk_io_pct] -clock clk0 [all_outputs]
```

## /design/flow/design.v

```verilog
module cnn_accel  #(parameter DWIDTH=32, HEIGHT=8, WIDTH=8, DEPTH=8) 
(
  input clk, 
  input reset_n, 
  output done
); 
  wire en_r1_n;
  wire [$clog2(WIDTH)-1:0] waddr_r1;
  wire [$clog2(HEIGHT)-1:0] haddr_r1;
  wire [DWIDTH-1:0] data_r1;
  wire [(DWIDTH*DEPTH)-1:0] c_data_r1;  
  wire en_w2_n;
  wire [$clog2(WIDTH)-1:0] waddr_w2;
  wire [$clog2(HEIGHT)-1:0] haddr_w2;
  wire [(DWIDTH*DEPTH)-1:0] data_w2;
  cnn_accel_fsm #(DWIDTH,HEIGHT,WIDTH) fsm ( 
	.clk(clk), 
	.reset_n(reset_n), 
	.en_r1_n(en_r1_n), 
	.haddr_r1(haddr_r1), 
	.waddr_r1(waddr_r1), 
	.en_w2_n(en_w2_n), 
	.haddr_w2(haddr_w2), 
	.waddr_w2(waddr_w2), 
	.done(done) ); 
  ram_2d #(DWIDTH,HEIGHT,WIDTH) mem
   (.clk(clk),    
    .rw(1'b1),  
    .waddr(waddr_r1),
    .haddr(haddr_r1),
    .datain(32'h0),
    .dataout(data_r1)
   );
  genvar i;
  generate
	for (i = 0; i < DEPTH; i = i + 1) begin : coeff
  		ram_2d #(DWIDTH,HEIGHT,WIDTH) mem
  		 (.clk(clk),    
  		  .rw(1'b1),  
  		  .waddr(waddr_r1),
  		  .haddr(haddr_r1),
  		  .datain(32'h0),
  		  .dataout(c_data_r1[((i+1)*DWIDTH)-1:i*DWIDTH])  
  		 );
	end
  endgenerate
  cnn_compute #(DWIDTH,HEIGHT,WIDTH,DEPTH) comp ( 
  	.clk	(clk),
  	.reset_n(reset_n),
  	.en	(~en_r1_n),  
	.sof 	(1'b0),
  	.data	(data_r1),
  	.c_data	(c_data_r1),
  	.data_out(data_w2)  
  );
endmodule
module cnn_accel_fsm #(parameter DWIDTH=32, HEIGHT=240, WIDTH=320) ( 
  input clk,
  input reset_n,
  output en_r1_n,
  output [$clog2(WIDTH)-1:0] waddr_r1,
  output [$clog2(HEIGHT)-1:0] haddr_r1,
  output reg en_w2_n,
  output reg [$clog2(WIDTH)-1:0] waddr_w2,
  output reg [$clog2(HEIGHT)-1:0] haddr_w2,
  output done);
reg [$clog2(HEIGHT)-1:0] hcount;
reg [$clog2(WIDTH)-1:0] wcount;
wire [2:0] NEXT_STATE;
reg [2:0] PRES_STATE;
localparam init = 4'b0001,
           copy_row = 4'b0010,
           next_row = 4'b0100,
           done_state = 4'b1000;
function [4:0] fsm;
  input [$clog2(WIDTH)-1:0] fsm_wcount;
  input [$clog2(HEIGHT)-1:0] fsm_hcount;
  input [3:0] fsm_PRES_STATE;
  reg fsm_done;
  reg [3:0] fsm_NEXT_STATE;
begin
  case (fsm_PRES_STATE)
  init:  
  begin
      fsm_done = 1'b0;
      fsm_NEXT_STATE = copy_row;
    end
 copy_row:  
  begin
    if (fsm_wcount == WIDTH-1) 
        begin
        fsm_done = 1'b0;
        fsm_NEXT_STATE = next_row;
        end
    else
        begin
        fsm_done = 1'b0;
        fsm_NEXT_STATE = copy_row;
        end
  end
  next_row:  
  begin
    if (fsm_hcount == HEIGHT-1) 
        begin
        fsm_done = 1'b0;
        fsm_NEXT_STATE = done_state;
        end
    else
        begin
        fsm_done = 1'b0;
        fsm_NEXT_STATE = copy_row;
        end
  end
  done_state:  
  begin
    fsm_done = 1'b1;  
    fsm_NEXT_STATE = init;
  end
endcase
  fsm = {fsm_done, fsm_NEXT_STATE};
end
endfunction
always @(posedge clk)
begin
  if (reset_n == 1'b0)
  begin
    en_w2_n <= 1'b1;
    waddr_w2 <= 0;
    wcount <= 0;
    hcount <= 0;
  end
  else 
  begin
	if (PRES_STATE == copy_row) 
	begin
	  wcount <= wcount + 1;
	  en_w2_n <= 1'b0;  
	  waddr_w2 <= wcount;  
	end
	else
	begin
	  wcount <= 0;
	  en_w2_n <= 1'b1;  
	  waddr_w2 <= 0;
	end
	if (PRES_STATE == next_row) 
	begin
	  hcount <= hcount + 1;
	end
  end
end
assign en_r1_n = (PRES_STATE == copy_row ? 1'b0 : 1'b1);
assign waddr_r1 = wcount;
assign haddr_r1 = hcount;
assign haddr_w2 = hcount;	
assign {done, NEXT_STATE} = fsm(wcount, hcount, PRES_STATE);
always @(posedge clk)
begin
  if (reset_n == 1'b0)
    PRES_STATE <=  init;
  else
    PRES_STATE <=  NEXT_STATE;
end
endmodule
module cnn_compute #(parameter DWIDTH=32, HEIGHT=28, WIDTH=28, DEPTH=8) ( 
  input clk,
  input reset_n,
  input en,
  input sof,
  input [DWIDTH-1:0] data,
  input [(DWIDTH*DEPTH)-1:0] c_data,
  output [(DWIDTH*DEPTH)-1:0] data_out);
  reg en_d;
  always @ (posedge clk) begin
    en_d <= en;
  end
  genvar i;
  generate
	for (i = 0; i < DEPTH; i = i + 1) begin : comp
		wire [15:0] mpy_result = data[7:0] * c_data[((i+1)*DWIDTH)-25:i*DWIDTH];  
		reg [DWIDTH-1:0] accum;
		always @ (posedge clk) begin
			if(reset_n == 1'b0 || sof == 1'b1)
				accum <= 0;
			else begin
				if (en_d == 1'b1)
					accum <= accum + mpy_result[15:8];
			end
		end
		assign data_out[((i+1)*DWIDTH)-1:i*DWIDTH] = accum; 
	end
  endgenerate
endmodule
`timescale 10 ns / 1 ns
module ram_2d #(parameter DWIDTH=32, HEIGHT=8, WIDTH=8)         
   (input clk,    input rw,    
    input [$clog2(WIDTH)-1:0] waddr,
    input [$clog2(HEIGHT)-1:0] haddr,
    input [DWIDTH-1:0] datain,    
    output reg [DWIDTH-1:0] dataout
   );
reg [DWIDTH-1:0] ram  [0:HEIGHT-1] [0:WIDTH-1] ;
always @(posedge clk) 
  if (rw) dataout<= ram[haddr][waddr];
  else ram[haddr][waddr] <= datain;
endmodule
```

==> run_results.csv <==
group,metric,value,unit
outcome,status,"complete, but fails checks",
die,fp_util,11.3,%
worst_hold_path,hold_depth,1,
clocking,root_buffer,"clkbuf_4",
sta,fin_ws,-0.325,ns
clocking,cts.sinks,10,
worst_setup_path,crit_type,"reg2out",
worst_setup_path,crit_path_end_kind,"output port",
job,openroad.warnings,27,
power_and_ir_drop,comb_power_share,2.4,%
placement,placed_cells,82,
clocking,clock.latency.late_pin,0.26,ns
sta,slew_viol_final,0,
placement,dp_hpwl,434,um
route,antenna_left,0,
global_routing,grt_max_degree,11,
logic_synthesis,syn-cell-area,385,um^2
logic_synthesis,synth_area_per_cell,12.0,um^2
cells_and_area,lay_top_cells,"6 x dfxtp_1, 4 x dfxtp_2",
sta,setup_viol,4,
sta,finalCritPeriodShare,133,%
placement,pre_cts_slack,-0.423,ns
worst_setup_path,required,0.80,ns
global_routing,grt_overflow_total,0,
cells_and_area,layout.cells.most_common,"dfxtp_1",
clocking,hold_buffers,0,
worst_setup_path,startpoint_type,"flip-flop",
route,drt-total-wl,597,um
sta,skew,0.00195,ns
logic_synthesis,yosysChipArea,385,um^2
clocking,htreeDepth,1,
worst_setup_path,worst-r2r-cell-count,5,
sta,rsz0062_at_grt,"true",
logic_synthesis,ys_cells,32,
placement,placedInstanceArea,507,um^2
power_and_ir_drop,power_density,1420,nW/um^2
worst_hold_path,hp-start,"fsm.wcount[0]",
logic_synthesis,yosys.cell_types.count,15,
power_and_ir_drop,switching_power,148,uW
clocking,clockBufferDepth,2,
route,first_iter_violations,4,
power_and_ir_drop,p_seq_share,52.5,%
clocking,cts_tree,"yes",
worst_setup_path,arrival,1.13,ns
logic_synthesis,numSynthFlops,10,
worst_hold_path,hold_class,"reg2reg",
power_and_ir_drop,ir_worst_vdd,1.00,mV
cells_and_area,drive_gt1_share,47.5,%
worst_setup_path,rrSetupSlack,-0.09,ns
die,rows,21,
sta,maxSlewHeadroom,82.0,%
sta,fmax,754,MHz
route,drtPass1Iterations,2,
die,chipArea,6400,um^2
die,pin_count,3,
placement,port_buffers,2,
worst_setup_path,r2r-end,"fsm.PRES_STATE[3]",
cells_and_area,syn2layout_area_growth,43.2,%
logic_synthesis,ys_warn_count,4,
global_routing,grt_pass1_wl,1.13,mm
route,antennaDiodeCount,0,
job,cap_violations,0,
sta,worst_slew_pin_slew,0.269,ns
logic_synthesis,syn_inst,32,
power_and_ir_drop,finalPower,786,uW
route,drc,0,
die,fp.dieH,80,um
power_and_ir_drop,swShare,18.8,%
die,coreArea,3420,um^2
sta,min_period,1.33,ns
route,wl_per_cell,6.94,um
worst_setup_path,regToRegStartpoint,"fsm.hcount[1]",
route,num_vias,244,
worst_hold_path,holdPathEnd,"fsm.wcount[0]",
outcome,violations,"negative setup slack",
global_routing,grt_pass1_vias,268,
power_and_ir_drop,leakagePower,0.000226,uW
power_and_ir_drop,internal_power,638,uW
logic_synthesis,ys_seq_share,51.9,%
worst_setup_path,cp_max_fo,2,
route,viasPerCell,2.84,
cells_and_area,stdcell_area,552,um^2
global_routing,grtUsageTotal,2.18,%
global_routing,antenna_found_initial,0,
clocking,worst_setup_hold_path_clk_slew,0.06,ns
placement,place.gp.congestion,0.735,
clocking,cts_buffers,3,
cells_and_area,fin_cells,86,
die,die_w,80,um
sta,hold_violations,0,
power_and_ir_drop,clockPowerShare,45.2,%
-- routing by layer --
metal  GRT usage, %  share of wire (%)  up-vias
li1               -                  -      124
met1           2.95                 54      113
met2           2.89                 36        7
met3           1.48                 10        0
met4          0.176                  0        0
met5              0                  0        -
-- power groups by stage --
stage         Clock [uW]  Sequential [uW]  Combinational [uW]
CTS                  366              412                19.0
global route         400              413                21.7
finish               355              412                18.7
-- worst max-delay path by stage --
stage / from / endpoint / slack [ns] / cells past startpoint
final: fsm.hcount[1] / done / -0.33 / 4
after global routing: fsm.hcount[1] / done / -0.38 / 4
after CTS: fsm.hcount[0] / done / -0.34 / 4
-- cells in the mapped netlist (all sizes together) --
library cell / number / area share, %
ha: 4 / 13
and2: 2 / 3.6
nor2: 1 / 0.97
nand2b: 1 / 1.6
nor2b: 4 / 8.4
o31a: 1 / 2.3
and3: 4 / 6.8
mux2i: 2 / 5.2
xor2: 1 / 2.3
buf: 1 / 2.9
nand2: 1 / 0.97
dfxtp: 10 / 52
-- cell type report --
class | count | area [um^2]
Clock buffer | 4 | 36.3
Timing Repair Buffer | 5 | 37.5
Sequential cell | 10 | 205
Tap cell | 46 | 57.6
Fill cell | 389 | 2860
Multi-Input combinational cell | 21 | 215
-- flip-flops by register name (all words and copies together) (netlist names) --
register / count
fsm.PRES_STATE: 4
fsm.hcount: 3
fsm.wcount: 3
-- logic make-up after synthesis --
logic type	after synthesis	share of synthesized area, %
AND/OR/NAND/NOR	13	22.4
adder cells (fa/ha/maj)	4	13.0
flip-flops	10	51.9
multiplexers	2	5.20
buffers and inverters	1	2.92
AND-OR/OR-AND	1	2.27
XOR/XNOR	1	2.27
-- repair_timing --
action                                  4_1_cts  5_1_grt
cloned                                        0        0
pin swaps                                     3        2
buffers inserted                              1        0
gates resized                                 6        1
endpoints found under the setup margin        4        5
-- worst max-delay path, stage by stage (launching register included) --
cell     delay, ns
dfxtp_2       0.34
ha_4          0.16
ha_4          0.15
and2_4        0.12
buf_2         0.10
-- through the flow --
stage               utilization, %  setup TNS, ns  hold WS [ns]
floorplan                        -              0         0.273
global placement              14.8         -0.935         0.385
detailed placement            14.8          -1.17         0.393
CTS                           16.1         -0.572         0.407
global route                  16.2         -0.667         0.418
finish                        16.2         -0.508         0.406
Power figures rest on the tool's default switching activity, not on a simulated workload.
